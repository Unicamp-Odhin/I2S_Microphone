[design.v]
module down_sample_and_resolution #(
    parameter int DATA_IN_WIDTH     = 16,
    parameter int DATA_OUT_WIDTH    = 8,
    parameter int DECIMATION_FACTOR = 2
) (
    input  logic clk,
    input  logic rst_n,
    input  logic valid_in,
    input  logic [DATA_IN_WIDTH - 1:0] data_in,
    output logic valid_out,
    output logic [DATA_OUT_WIDTH - 1:0] data_out
);
    localparam RESOLUTION_DIV_SHIFT  = DATA_IN_WIDTH - DATA_OUT_WIDTH;
    localparam VALUE_SUM_TO_UNSIGNED = 2**(DATA_IN_WIDTH - 1);
    localparam NUM_BITS_TO_EXTEND    = 32 - DATA_IN_WIDTH;
    logic [31:0] acc;
    logic [$clog2(DECIMATION_FACTOR):0] counter;
    logic valid_acc;
    logic [DATA_IN_WIDTH:0] acc_out;
    logic valid_acc_out;
    always_ff @(posedge clk ) begin
        if(!rst_n) begin
            acc           <= 0;
            counter       <= 0;
            valid_acc_out <= 0;
            acc_out       <= 0;
        end else begin
            if(valid_in) begin
                acc     <= acc + {{NUM_BITS_TO_EXTEND{data_in[DATA_IN_WIDTH - 1]}}, data_in};
                counter <= counter + 1;
            end
            if(counter == DECIMATION_FACTOR) begin
                acc_out       <= acc >>> $clog2(DECIMATION_FACTOR);
                valid_acc_out <= 1;
                acc           <= 0;
                counter       <= 0;
            end else begin
                valid_acc_out <= 0;
            end
        end
    end
    logic [DATA_IN_WIDTH:0] product;
    logic valid_product;
    always_ff @(posedge clk) begin
        valid_out <= 0;
        if(!rst_n) begin
            data_out      <= 0;
            valid_out     <= 0;
            product       <= 0;
            valid_product <= 0;
        end else begin
            valid_product <= valid_acc_out;
            product       <= acc_out + VALUE_SUM_TO_UNSIGNED;  
            valid_out     <= valid_product;
            data_out      <= product >> RESOLUTION_DIV_SHIFT;  
        end
    end
endmodule
[run.sh]
#!/bin/bash
# OpenROAD 26Q1-2900-gdf79404cd8, Yosys 0.63+post, stock flow scripts
make -C /OpenROAD-flow-scripts/flow DESIGN_CONFIG=/design/flow/config.mk WORK_HOME=/design/flow/orfs finish
[config.mk]
export PLATFORM = sky130hd
export DESIGN_NAME = down_sample_and_resolution
export DESIGN_NICKNAME = down_sample_and_resolution
export VERILOG_FILES = /design/flow/design.v
export SDC_FILE = /design/flow/constraint.sdc
export NUM_CORES = 4
export LEC_CHECK = 1
export CORE_UTILIZATION = 50
export SYNTH_HDL_FRONTEND = slang
[constraint.sdc]
current_design down_sample_and_resolution

set clk_period 5.6
set clk_io_pct 0.2

create_clock -name clk0 -period $clk_period [get_ports {clk}]

set non_clock_inputs [all_inputs -no_clocks]
set_input_delay [expr $clk_period * $clk_io_pct] -clock clk0 $non_clock_inputs
set_output_delay [expr $clk_period * $clk_io_pct] -clock clk0 [all_outputs]
==> flow_metrics.env <==
# flow metrics
export IMPL_ys_seq_share_pct=38.80
export IMPL_worstPathMaxFanout=3
export IMPL_netlist_area_mm2=0.002374
export IMPL_cts_root_buf="clkbuf_8"
export IMPL_hold_path_class="reg2reg"
export IMPL_io_pins=28
export IMPL_cts_tree="yes"
export IMPL_warnings=26
export IMPL_async_reset_ff_share_pct=0
export IMPL_antenna_found_initial=0
export IMPL_setup_viol=0
export IMPL_end_kind="flop"
export IMPL_drc=0
export IMPL_core_mm2=0.004444
export IMPL_cts_path_max_buffers=2
export IMPL_critPathBufInv=1
export IMPL_grt_use_total_pct=19.86
export IMPL_critPathSlowestCell="or4b_4"
export IMPL_ys_cells=255
export IMPL_clock_sinks=46
export IMPL_edf_count=0
export IMPL_hold_ws_ns=0.4214
export IMPL_die_y_um=70.90
export IMPL_fillers=382
export IMPL_hold_buffers=0
export IMPL_ir_drop_mv=0.1731
export IMPL_numCtsBuffers=5
export IMPL_first_pass_iters=6
export IMPL_tightest_slew_ns=0.7668
export IMPL_layout_top_cell="dfxtp_1"
export IMPL_p_total_uw=833.3
export IMPL_io_buffers=27
export IMPL_cts_post_setup_buffers_inserted=0
export IMPL_timing_fmax_ghz=0.2917
export IMPL_worstPathArrival_ns=3.68
export IMPL_final_area_mm2=0.002791
export IMPL_max_cap_viol_count=0
export IMPL_final_cell_mix="dfxtp_1, clkdlybuf4s50_1, and2_1, ha_1"
export IMPL_post_drt_wl_per_cell_um=13.35
export IMPL_synth_main_ff_cell="dfxtp_1"
export IMPL_initialDrtViolationCount=70
export IMPL_grt_pass1_wl_mm=7.845
export IMPL_status="finished clean"
export IMPL_placed_area_mm2=0.002679
export IMPL_rsz0062_at_grt="false"
export IMPL_path_clk_slew_ns=0.09
export IMPL_die_area_mm2=0.005027
export IMPL_crit_chain="clkdlybuf4s50_1 > ha_1 > fa_1 > a21o_1 > a221oi_2 > nor3b_1 > or4b_4 > a211o_1 > nand3_2"
export IMPL_p_leak_nw=1.132
export IMPL_gp_congestion=0.8652
export IMPL_syn_inst=255
export IMPL_antennaDiodeCount=0
export IMPL_required_ns=5.85
export IMPL_die_w_um=70.90
export IMPL_slew_headroom_pct=48.88
export IMPL_cp_start_kind="input pin"
export IMPL_ys_warn_count=0
export IMPL_min_period_ns=3.428
export IMPL_rows=24
export IMPL_hold_viol=0
export IMPL_vias=1797
export IMPL_syn_area_per_cell_um2=9.308
export IMPL_crit_family="AND-OR/OR-AND gates"
export IMPL_fp_util_pct=53.41
export IMPL_ant_nets=0
export IMPL_drive_above_1_share_pct=5.735
export IMPL_setup_tns_ns=0
export IMPL_vias_per_cell=5.429
export IMPL_first_global_vias=1649
export IMPL_h_tree_depth=2
export IMPL_post_cts_resize_count=0
export IMPL_skew_ns=0.006635
export IMPL_finalClockPeriodUsage_pct=61.22
export IMPL_maxSlewViolCount=0
export IMPL_ys_area_mm2=0.002374
export IMPL_crit_type="in2reg"
export IMPL_clk_latency_ns=0.30
export IMPL_routed_wl_mm=4.418
export IMPL_synthToLayoutAreaGrowth_pct=17.61
export IMPL_grt_start_max_net_pins=39
export IMPL_power_density_mw_per_mm2=298.5
export IMPL_grt_overflow_total=0
export IMPL_ys_ff=46
export IMPL_dpl_hpwl_mm=3.066
export IMPL_yosys_cell_types_count=44
export IMPL_slowest_delay_ns=0.52
[sequential cells by signal, indices dropped and copies added (netlist names)]
name and flops:
acc 17, acc_out 8, counter 2, data_out 8
product 8, valid_acc_out 1, valid_out 1, valid_product 1
[cell usage after synthesis, types with 2 or more instances]
library cell	count	area share, %
and2_1	18	4.7
a21o_1	3	0.95
and3_1	2	0.53
nand3_1	12	2.5
dfxtp_1	46	39
clkbuf_1	14	2.2
nor3_1	2	0.42
xnor2_1	7	2.6
nor2_1	16	2.5
inv_1	4	0.63
nor3b_1	4	1.3
nand2_1	10	1.6
a211oi_1	6	1.9
nand4_1	3	0.79
nor2b_1	11	2.9
o21ai_0	10	2.1
nand4b_1	4	1.5
nand3b_1	7	2.2
ha_1	17	9.0
a31oi_1	2	0.53
a21oi_1	12	2.5
nand2b_1	2	0.53
mux2i_1	16	6.7
o211ai_1	6	1.9
o211a_1	2	0.84
[per-layer routing]
layer | vias up | part of all wire (%) | global-route usage (%)
met4 | 0 | 1.4 | 3.333
met3 | 7 | 3.4 | 3.035
met5 | - | 0 | 0
li1 | 966 | - | -
met2 | 28 | 42 | 29.17
met1 | 796 | 53 | 32.51
[per-stage QoR]
stage / cells / utilization, % / setup WS [ns]
floorplan: 255 / - / 2.395
global placement: 323 / 60.28 / 1.890
detailed placement: 323 / 60.28 / 1.862
CTS: 331 / 62.81 / 2.174
global route: 331 / 62.81 / 2.091
finish: 331 / 62.81 / 2.172
[worst paths after layout]
kind                                  start          end  slack (ns)  depth (start not counted)
worst max register to register       acc[0]      acc[14]        3.09                          8
worst max-delay path             data_in[0]      acc[14]        2.17                          9
worst min register to register  acc_out[15]  product[15]        0.42                          1
worst min-delay path            acc_out[15]  product[15]        0.42                          1
[worst reg2reg max path: stages (launching register included)]
cell and delay [ns]:
dfxtp_1 0.33, ha_1 0.20, fa_1 0.41, a21o_1 0.24, a221oi_2 0.30, nor3b_1 0.11
or4b_4 0.53, a211o_1 0.28, nand3_2 0.06
[layout make-up]
cell class                      count  area, um^2  share of cell area [%]
Multi-Input combinational cell    191        1385                   49.62
Tap cell                           52       65.06                   2.331
Sequential cell                    46       920.9                   32.99
Clock buffer                        5       68.82                   2.465
Timing Repair Buffer               30       292.8                   10.49
Clock inverter                      3       43.79                   1.569
Inverter                            4       15.01                  0.5379
[kinds of logic (layout without fill, tap and decap cells)]
family | after synthesis | in the layout | share of synthesized area, %
AND/OR/NAND/NOR | 97 | 97 | 23.88
adder cells (fa/ha/maj) | 18 | 18 | 9.805
buffers and inverters | 18 | 42 | 2.846
AND-OR/OR-AND | 52 | 52 | 14.97
XOR/XNOR | 8 | 8 | 2.952
multiplexers | 16 | 16 | 6.747
flip-flops | 46 | 46 | 38.80
[where the power goes]
part | switching, mW | internal, mW | total [mW] | leakage, nW
Sequential | 0.0155 | 0.351 | 0.367 | 0.375
Clock | 0.117 | 0.134 | 0.251 | 0.0585
Combinational | 0.115 | 0.101 | 0.215 | 0.698
Power figures rest on the tool's default switching activity, not on a simulated workload.
